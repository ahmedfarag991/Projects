**flow/constraint.sdc**
```tcl
current_design SPI_wrapper

set clk_period 30.2
set clk_io_pct 0.2

create_clock -name clk0 -period $clk_period [get_ports {clk}]

set non_clock_inputs [all_inputs -no_clocks]
set_input_delay [expr $clk_period * $clk_io_pct] -clock clk0 $non_clock_inputs
set_output_delay [expr $clk_period * $clk_io_pct] -clock clk0 [all_outputs]
```
**flow/config.mk**
```make
export PLATFORM = sky130hd
export DESIGN_NAME = SPI_wrapper
export DESIGN_NICKNAME = SPI_wrapper
export VERILOG_FILES = /design/flow/design.v
export SDC_FILE = /design/flow/constraint.sdc
export NUM_CORES = 4
export LEC_CHECK = 1
export CORE_UTILIZATION = 50
```
**flow/design.v**
```verilog
module RAM #(parameter MEM_DEPTH=256,ADDR_SIZE=8)
(input [9:0]din
,input clk,rst_n,rx_valid,
output reg tx_valid,
output reg [7:0]dout);
reg [ADDR_SIZE-1:0] mem [0:MEM_DEPTH-1];
reg [7:0]addr_RD,addr_WR;
always@(posedge clk)begin
    tx_valid<=0;
    if(~rst_n)begin
        dout<=0;
        tx_valid<=0;
        addr_RD<=0;
        addr_WR<=0;
    end
    else if (rx_valid) begin
        case(din[9:8])
        2'h0 : addr_WR<=din[7:0]; 
        2'h1 : mem[addr_WR]<=din[7:0];
        2'h2 : addr_RD<=din[7:0];
        2'h3 :begin 
            dout<=mem[addr_RD];
            tx_valid<=1;
        end
    endcase
    end 
    end
endmodule
module SPI_SLAVE #(parameter IDLE=0,READ_DATA=1,READ_ADD=2,CHK_CMD=3,WRITE=4) 
(input clk,rst_n,tx_valid,SS_n,MOSI,
input [7:0] tx_data,
output reg rx_valid,MISO,
output reg[9:0]rx_data);
reg [2:0]cs,ns;
reg READ_FLAG;
reg [3:0] count;
reg[3:0] count2;
reg [7:0] MISO_BUS;
reg [9:0] MOSI_BUS;
always@(posedge clk)begin
    if(~rst_n)begin
        cs<=IDLE;
    end
    else
        cs<=ns;
    end
always@(*)begin
    case (cs)
    IDLE : begin
        if(SS_n==0)
            ns=CHK_CMD;
        else
            ns=IDLE;
    end
    CHK_CMD : begin
        if(SS_n)
        ns=IDLE;
        else if(SS_n==0&&MOSI==0)begin
            ns=WRITE;
        end
        else if (SS_n==0&&MOSI==1&&READ_FLAG==0)begin
            ns=READ_ADD;
        end
        else if(SS_n==0&&MOSI==1&&READ_FLAG==1)begin
            ns=READ_DATA;
        end
        else
            ns=CHK_CMD;
        end
    WRITE : begin
        if(SS_n)
            ns=IDLE;
        else
            ns=WRITE;
        end
    READ_ADD : begin
        if(SS_n)
            ns=IDLE;
        else
            ns=READ_ADD; 
        end
    READ_DATA : begin
        if(SS_n)
            ns=IDLE;
        else
            ns=READ_DATA;
    end
    endcase
end
always@(posedge clk)begin
        if(~rst_n)begin
            count<=0;
            rx_valid<=0;
            rx_data<=0;
            MISO<=0;
            count2<=7;
            READ_FLAG<=0;
            MISO_BUS<=0;
            MOSI_BUS<=0;
        end
        case(cs)
            IDLE : begin
                count<=0;
                rx_valid<=0;
                count2<=7;
                MISO<=0;
            end
            WRITE : begin
                if(count<10)begin
                    MOSI_BUS<={MOSI_BUS[9:0],MOSI};
                    rx_valid<=0;
                    count<=count+1;
                end
                else  begin
                    rx_data<=MOSI_BUS;
                    rx_valid<=1;
                end
            end
            READ_ADD : begin
                if(count<10)begin
                    MOSI_BUS<={MOSI_BUS[9:0],MOSI};
                    rx_valid<=0;
                    count<=count+1;
                end
                else begin
                    rx_data<=MOSI_BUS;
                    rx_valid<=1;
                    READ_FLAG<=1;
                end
            end
            READ_DATA : begin
                if(count<10)begin
                    MOSI_BUS<= {MOSI_BUS[9:0],MOSI};
                    count<=count+1;
                end
                else if (count==10)begin
                rx_valid<=1;
                rx_data<=MOSI_BUS;
                count<=11;
                end
                else if(tx_valid==1 && count<12)begin
                    MISO_BUS<=tx_data;
                    count<=count+1;
                    rx_valid<=0;
                end
                else if (count2>=0  && count2<4'b1111) begin
                    MISO<=MISO_BUS[count2];
                    count2<=count2-1;
                end
                else
                    READ_FLAG<=0;     
            end
endcase
end
endmodule
module SPI_wrapper(input clk,rst_n,MOSI,SS_n,output MISO);
wire [9:0]rx_data;
wire rx_valid;
wire [7:0]tx_data;
wire tx_valid;
RAM RAM1(.clk(clk),.rst_n(rst_n),.din(rx_data),.rx_valid(rx_valid),.dout(tx_data),.tx_valid(tx_valid));
SPI_SLAVE SPI(.clk(clk),.rst_n(rst_n),.MOSI(MOSI),.SS_n(SS_n),.MISO(MISO),.tx_data(tx_data),.tx_valid(tx_valid)
,.rx_data(rx_data),.rx_valid(rx_valid));
endmodule
```
**flow/run.sh**
```bash
#!/bin/bash
# OpenROAD 26Q1-2900-gdf79404cd8, Yosys 0.63+post, stock flow scripts
make -C /OpenROAD-flow-scripts/flow DESIGN_CONFIG=/design/flow/config.mk WORK_HOME=/design/flow/orfs finish
```
==> job_summary.md <==
### Yosys + OpenROAD results

| Metric | Value |
|---|---|
| Status | `finished clean` |
| Vias | `41500` |
| Die width | `408.3 µm` |
| Worst vdd ir | `0.00006447 V` |
| Highest Signal Layer | `met5` |
| R2r setup slk | `24.44 ns` |
| Final hold vios | `0` |
| Commonest Layout Cell | `edfxtp_1` |
| Hold depth | `2` |
| Yosys aoi share | `3.216%` |
| Capture point of the worst reg-to-reg path | `RAM1.dout[7]$_SDFFE_PN0P_` |
| Avg Cell Area, Syn | `19.93 µm²` |
| Cells in synth_stat.txt | `4142` |
| R2r worst-path depth | `9` |
| Drc violations | `0` |
| Netlist cell types | `68` |
| HPWL after DPL | `144500 µm` |
| Worst Path Max Fanout | `33` |
| Flops after synth | `2118` |
| CTS tree | `built` |
| Simple Share, Synth | `3.580%` |
| Clock transition at path regs | `0.06 ns` |
| IO buf count | `4` |
| Max-slew violation count | `0` |
| Clk pwr share | `45.9%` |
| Comb pwr share | `0.1%` |
| Worst Setup Start Kind | `input pin` |
| MUX share of area | `14.91%` |
| Routed Antenna Nets | `0` |
| Met1 wire length | `72000 µm` |
| Site Rows | `148` |
| Mapped Area | `82550 µm²` |
| XORs/XNORs by Area | `0.02122%` |
| Yosys adder share | `0.08488%` |
| Min Tclk post-route | `8.999 ns` |
| Clk ins delay skew pair | `0.86 ns` |
| Final WL | `228300 µm` |
| Count of unclocked register or latch pins | `3` |
| Gate count of the mapped netlist | `4142` |
| Hold Path End | `SPI.MOSI_BUS[9]$_DFF_P_` |
| Area added between synthesis and finish | `11.91%` |
| Pre-CTS WS | `20.38 ns` |
| First-pass GRT wire length | `327500 µm` |
| Max-cap check violation count | `0` |
| H-Tree Depth | `4` |
| Endpoints left unconstrained | `3` |
| Final setup violation count | `0` |
| Int Power | `4738 µW` |
| Vias/cell | `6.257` |
| CTS hold repair buffers | `0` |
| EDFF count, synth | `2048` |
| Layout cells sized above 1 | `21.10%` |
| Async S/R FF share, synth | `0%` |
| Ys flop type | `edfxtp_1` |
| Post-CTS sizing | `0` |
| Final period util | `29.80%` |
| Drt wl/cell | `34.42 µm` |
| CP endpoint kind | `flip-flop` |
| Slew Limit Headroom | `34.40%` |
| Remaining Overflow, GRT | `0` |
| Clock root buffer | `clkbuf_16` |
| IO Pins | `5` |
| Die height | `408.3 µm` |
| Reg2Reg Launch Point | `RAM1.addr_RD[0]$_SDFFE_PN0P_` |
| Worst Hold Class | `reg2reg` |
| Pin count of the biggest net entering global routing | `100` |
| Initial antenna violation count | `1` |
| Iteration tally of the first detailed-router pass | `7` |
| Setup Crit Path Kind | `in2reg` |
| Longest Clk Path Bufs | `3` |
| Critical Path RT | `30.66 ns` |
| FP Core Util | `50.54%` |
| Post-CTS Setup Inserts | `0` |
| RSZ-0062 raised after global routing | `false` |
| Sequential Power Share | `54.1%` |
| Main logic family | `multiplexers` |
| DRT iter0 DRCs | `2924` |
| Die ar. | `166700 µm²` |
| Tool warnings | `28` |
| Gr usage total | `31.45%` |
| Max Clock Freq | `0.1111 GHz` |
| Hold_sp | `SPI.MOSI_BUS[8]$_DFF_P_` |
| Data arrival, critical path | `9.46 ns` |
| Switch share | `19.13%` |
| Lkg Pwr | `0.02815 µW` |
| Top Layout Cells | `edfxtp_1 (2048), mux4_2 (425), nor2_1 (326)` |
| Metal2 WL | `103800 µm` |
| Post-route setup slack | `21.20 ns` |
| WL met3 | `42100 µm` |
| RePlAce Congestion | `0.9895` |
| Yosys Warn Count | `2` |
| Num CTS Buffers | `211` |
| Sw power | `1121 µW` |
| Clock Skew | `0.05211 ns` |
| Setup TNS Final | `0 ns` |
| Yosys Chip Area | `82550 µm²` |
| Pwr Total | `5858 µW` |
| Worst slew pin tran | `0.9750 ns` |
| Vias in the first global route | `46130` |
| Core ar. | `163300 µm²` |
| Pwr Density | `63.41 nW/µm²` |
## worst max-delay path: stages
cell	delay, ns
clkdlybuf4s50_1	0.46
buf_4	0.36
nand3_1	0.21
nor4_1	0.50
nand2_1	0.77
buf_4	0.48
nor2_1	0.58
## power groups by stage
stage	registers [µW]	logic [µW]	clock network, µW
after CTS	3170	4.74	2730
after global routing	3160	5.18	2840
final	3170	4.78	2690
## layer usage
layer	up-vias	global-route usage (%)
met5	-	1.580
met4	12	10.22
met3	458	24.87
met2	3048	42.57
met1	20630	41.06
li1	17360	-
## synthesized netlist by cell type, types with 4 or more instances
| master | count | area, µm² |
|---|---|---|
| edfxtp_1 | 2048 | 61500 |
| mux4_2 | 425 | 9572 |
| nor2_1 | 330 | 1239 |
| mux2i_1 | 244 | 2442 |
| nand2_1 | 159 | 596.8 |
| clkbuf_1 | 112 | 420.4 |
| o22ai_1 | 83 | 519.3 |
| dfxtp_1 | 67 | 1341 |
| a21oi_1 | 59 | 295.3 |
| nand3_1 | 57 | 285.3 |
| o21ai_0 | 49 | 245.2 |
| buf_2 | 44 | 220.2 |
| buf_6 | 40 | 450.4 |
| nor3_1 | 39 | 195.2 |
| o221ai_1 | 39 | 341.6 |
| a22oi_1 | 32 | 240.2 |
| nor4_1 | 23 | 143.9 |
| a211oi_1 | 22 | 165.2 |
| a31oi_1 | 19 | 118.9 |
| a2111oi_0 | 17 | 148.9 |
| buf_1 | 15 | 56.30 |
| inv_1 | 14 | 52.55 |
| nand2b_1 | 14 | 87.58 |
| nor2b_1 | 13 | 81.33 |
| o31ai_1 | 13 | 97.59 |
| and2_1 | 12 | 75.07 |
| buf_4 | 12 | 90.09 |
| buf_8 | 12 | 180.2 |
| a22o_1 | 10 | 87.58 |
| mux4_1 | 10 | 262.8 |
| buf_12 | 9 | 180.2 |
| o21ai_1 | 8 | 40.04 |
| nand4_1 | 7 | 43.79 |
| o211ai_1 | 7 | 52.55 |
| or3_1 | 7 | 43.79 |
| a221o_1 | 5 | 50.05 |
| and3_1 | 5 | 31.28 |
| ha_1 | 4 | 50.05 |
| nor3b_1 | 4 | 30.03 |
## worst max-delay path by stage
stage	slack [ns]	endpoint	from	cells after the start
4_1_cts	21.27	RAM1.mem[125][4]$_DFFE_PP_	rst_n	9
5_1_grt	20.99	RAM1.mem[142][6]$_DFFE_PP_	rst_n	7
6_report	21.20	RAM1.mem[16][7]$_DFFE_PP_	rst_n	7
## layout make-up
| cell class | count | area (µm²) |
|---|---|---|
| clock inverter | 144 | 1769 |
| fill | 11960 | 70940 |
| sequential | 2118 | 62930 |
| timing repair buffer | 170 | 1399 |
| inverter | 16 | 65.06 |
| antenna | 2 | 5.005 |
| tap | 2175 | 2721 |
| clock buffer | 244 | 5435 |
| multi-input combinational | 1764 | 18060 |
## sequential cells by signal, summed over array words and instances, names as in the netlist, 4 cells and up
register,count
RAM1.mem,2048
SPI.rx_data,10
RAM1.addr_RD,8
SPI.count2,4
RAM1.dout,8
RAM1.addr_WR,8
SPI.MISO_BUS,8
SPI.count,4
SPI.MOSI_BUS,10
## logic make-up after synthesis
| group | count (synthesis) |
|---|---|
| xor+xnor | 2 |
| compound gates | 391 |
| latches | 3 |
| mux | 682 |
| flops | 2115 |
| fa+ha+maj | 6 |
| simple gates | 683 |
| buf+inv | 260 |
## per-stage QoR
step           hold slack, ns  utilization [%]  std cells  instance area, µm²
2_1_floorplan          0.4014                -       4142               82550
3_5_place_dp           0.4394            52.15       6243               85180
4_1_cts                0.4533            56.56       6631               92380
6_report               0.4522            56.56       6633               92380
5_1_grt                0.4823            56.56       6631               92380
3_3_place_gp           0.4357            52.15       6243               85180
Power figures rest on the tool's default switching activity, not on a simulated workload.
